==> flow/run.sh <==
#!/bin/bash
# OpenROAD 26Q1-2900-gdf79404cd8, Yosys 0.63+post, stock flow scripts
make -C /OpenROAD-flow-scripts/flow DESIGN_CONFIG=/design/flow/config.mk WORK_HOME=/design/flow/orfs finish
==> flow/config.mk <==
export PLATFORM = sky130hd
export DESIGN_NAME = ALU
export DESIGN_NICKNAME = ALU
export VERILOG_FILES = /design/flow/design.v
export SDC_FILE = /design/flow/constraint.sdc
export NUM_CORES = 4
export LEC_CHECK = 1
export CORE_UTILIZATION = 30
==> flow/constraint.sdc <==
current_design ALU

set clk_period 47.3
set clk_io_pct 0.2

create_clock -name clk0 -period $clk_period [get_ports {clk}]

set non_clock_inputs [all_inputs -no_clocks]
set_input_delay [expr $clk_period * $clk_io_pct] -clock clk0 $non_clock_inputs
set_output_delay [expr $clk_period * $clk_io_pct] -clock clk0 [all_outputs]
==> flow/design.v <==
module ALU (
    input clk,
    input [3:0] icode,
    input [1:0] aluFun,
    input [63:0] aluA,
    input [63:0] aluB,
    output reg [63:0] valE,
    output reg ZF,   
    output reg SF,   
    output reg OF   
);
    initial begin
        valE = 64'b0;
        ZF   = 1'b1;
        SF   = 1'b0;
        OF   = 1'b0;
    end
    always @(*) begin
        case (aluFun)
            2'b00: valE = aluB + aluA;
            2'b01: valE = aluB - aluA;
            2'b10: valE = aluB & aluA;
            2'b11: valE = aluB ^ aluA;
        endcase
    end
    always @(posedge clk) begin
        if (icode == 4'h6) begin
            ZF <= (valE == 64'b0) ? 1'b1 : 1'b0;
            SF <= (valE[63] == 1) ? 1'b1 : 1'b0;
            if (aluFun == 2'b00)   
                OF <= (aluA[63] == aluB[63] && aluB[63] != valE[63]) ? 1'b1 : 1'b0;
            else if (aluFun == 2'b01)   
                OF <= (aluA[63] != aluB[63] && aluB[63] != valE[63]) ? 1'b1 : 1'b0;
        end else begin
            ZF <= ZF;
            SF <= SF;
            OF <= OF;
        end
    end
endmodule
==> impl_metrics.yaml <==
# flow metrics
status:
  outcome: "finished clean"
grt:
  global_route.usage.total_pct: 24.76
  grt_start_max_net_pins: 55
  first_global_vias: 9407
  grt_pass1_wl_um: 53990
  number_of_antenna_violations_at_the_first_check_in_global_routing: 0
  overflow: 0
worst_setup_path:
  crit_path_start_kind: "primary input"
  timing.critical_path.buf_inv: 2
  setup.worst_path.end_class: "output port"
  critical-path-top-cell-by-count: "o21ai_0"
  list_of_cells_traversed_by_the_critical_path: "clkdlybuf4s50_1 -> nor4_1 -> nor3b_1 -> nand2_1 -> nor3_1 -> nand4_1 -> or3_1 -> o21ai_0 -> o21ai_0 -> xnor2_1 -> ha_1 -> a21o_1 -> a21o_1 -> a2111o_1 -> o21ai_1 -> o31ai_1 -> xnor2_1 -> o21ai_0 -> clkdlybuf4s50_1"
  timing.critical_path.to: "valE[62]"
  crit_path_max_fanout: 9
  cp_data_required_time_ns: 37.84
  cpLargestDelayFamily: "simple AND/OR/NAND/NOR gates"
  critical-path-max-stage-delay_ns: 0.64
  slowest_stage: "nor4_1"
  path_depth: 19
  timing.critical_path.arrival_ns: 16.45
  crit_type: "in -> out"
  critPathLaunch: "aluA[4]"
yosys:
  synth.yosys.num_cells: 1219
  postSynthAreaPerCell_um2: 6.821
  post_synth_num_cell_types: 78
  postSynthCellCount: 1219
  yosys.area.top_type_share_pct: 19.26
  netlist_top_cells_area: "ha_1, a21oi_1, xnor2_1, o21ai_0, nand2_1"
  synth-main-ff-cell: "edfxtp_1"
  synth.largest_area_cell: "ha_1"
  synth.yosys.warnings: 1
  synth_flops: 3
  synth_area_um2: 8314
  yosysChipArea_um2: 8314
  yosysSeqAreaShare_pct: 1.084
  asyncSetResetFlopFracSynth_pct: 0
  enable_flop_cells: 3
placement:
  post-place-cells: 1735
  finalWeightedCongestion: 0.9548
  io_buffers: 201
  place.detailed.hpwl_um: 29360
power:
  power.share.switching_pct: 51.29
  worst_ir_drop_vdd_uv: 8.835
  intPower_mw: 0.09087
  seq_power_share_pct: 1.7
  ratio_of_total_power_to_cell_area_nw_per_um2: 17.46
  power_frac_comb_pct: 91.1
  power_frac_clock_pct: 7.3
  power_leakage_nw: 4.268
  p_sw_mw: 0.09567
cts:
  cts.hold.buffers_added: 0
  cts_sinks: 3
  cts_tree: "yes"
  clock_path_buffers: 2
  number_of_setup_buffers_added_after_cts: 0
  cts.clk_slew.worst_paths_ns: 0.03
  cts_htree_levels: 1
  cts_repair_resize_count: 0
  root_buffer: "clkbuf_16"
  number_of_buffers_created_by_cts: 3
timing:
  tightest_pin_transition_ns: 0.8486
  hold_violations: 0
  setup_repair_after_global_routing_missed_its_margin: "false"
  min_period_over_period_pct: 54.78
  tns_ns: 0
  fin_worst_hold_slack_ns: 9.945
  fmaxAchievable_mhz: 38.59
  final.min_clock_period_ns: 25.91
  setup_violations: 0
  timing.max_slew.rel_slack_pct: 42.91
  report.final.slew_viol_count: 0
detailed_routing:
  drt_first_iter_violations: 625
  route.detailed.vias_per_inst: 5.642
  dr.pass1.iters: 5
  drtAntennaViolNets: 0
  drc_errors: 0
  route.vias.total: 9817
  wl_um: 35170
  drt-wirelength-per-cell_um: 20.21
cells_and_area:
  layout_stage_area_growth_over_the_synthesis_result_pct: 28.53
  final_cells: 1740
  post_route_cells_drive_above_1_share_pct: 4.097
  fillCellCount: 2847
floorplan:
  fp.dieH_um: 168.5
  design.portCount: 202
  die_width_um: 168.5
  row_count: 60
  core-area_um2: 27100
  initial_utilization_pct: 30.68
  design.die.area_um2: 28380
min_path:
  hold_path.class: "in -> reg"
run:
  warning_count: 26
  maxCapViolCount: 0
==> kinds of logic after synthesis <==
group,Yosys count,share of synthesized area (%)
buf+inv,91,4.153
xor+xnor,106,11.26
fa+ha+maj,129,19.50
mux,47,5.884
compound gates,406,31.47
simple gates,437,26.65
flops,3,1.084
==> worst min-delay path by stage <==
stage,from,end,slack (ns),cells past startpoint
finish,icode[0],SF,9.94,2
CTS,icode[0],SF,9.95,2
global route,icode[3],SF,9.97,2
==> synthesized netlist by cell type, types with 4 or more instances <==
cell        n
ha_1      128
nand2_1   112
a21oi_1   110
o21ai_0   106
nor2_1    101
xnor2_1    62
clkbuf_1   56
xor2_1     43
nor3_1     42
a21o_1     36
mux2i_1    32
nand4_1    31
nor4_1     28
o211ai_1   28
nand2b_1   27
inv_1      24
o21a_1     16
a211oi_1   15
mux2_2     15
nor2b_1    14
o31ai_1    13
or3_1      13
nand3_1    12
o21bai_1   10
or4_1      10
and3_1      8
and2_1      7
buf_1       7
or2_2       7
a221oi_1    5
nor3b_1     5
o211a_1     5
o22ai_1     5
o41ai_1     5
a31oi_1     4
nand3b_1    4
o21ai_1     4
==> layout by cell type, fill, tap and decap left out, types with 11 or more instances in the layout <==
cell type        Yosys  layout
nor2b_1             14      13
xor2_1              43      43
nor2_1             101     101
mux2_2              15      15
a211oi_1            15      15
nor3_1              42      42
o21a_1              16      16
o21ai_0            106     106
nand2b_1            27      27
inv_1               24      24
mux2i_1             32      32
xnor2_1             62      62
a21o_1              36      36
nand3_1             12      12
nand2_1            112     112
clkdlybuf4s50_1      0     199
nand4_1             31      31
a21oi_1            110     110
buf_4                0      11
nor4_1              28      28
or3_1               13      13
ha_1               128     128
o211ai_1            28      28
o31ai_1             13      13
==> layer usage <==
| metal | vias to the layer above | share of wire, % | GRT usage (%) |
|---|---|---|---|
| met2 | 329 | 44 | 39.20 |
| met3 | 54 | 5.9 | 3.024 |
| met5 | - | 0 | 0 |
| li1 | 4893 | - | - |
| met1 | 4541 | 47 | 35.44 |
| met4 | 0 | 3.0 | 6.759 |
==> state kept, by name, summed over array words and instances, names as in the netlist <==
register and flops:
OF 1, SF 1, ZF 1
==> per-stage QoR <==
| step | util (%) | instance area, um2 | setup slack, ns | total power [mW] |
|---|---|---|---|---|
| floorplan | - | 8314 | 23.42 | 0.09920 |
| finish | 39.43 | 10690 | 21.39 | 0.1865 |
| CTS | 39.42 | 10680 | 21.48 | 0.1859 |
| detailed placement | 39.13 | 10610 | 21.49 | 0.1709 |
| global route | 39.42 | 10680 | 20.80 | 0.2039 |
| global placement | 39.13 | 10610 | 21.60 | 0.1715 |
==> power by group through the flow <==
stage | clock network (mW) | logic, mW | registers (mW)
5_1_grt | 0.0139 | 0.187 | 0.00312
4_1_cts | 0.0137 | 0.169 | 0.00311
6_report | 0.0136 | 0.170 | 0.00311
==> layout make-up <==
cell class / count / area (um2) / area share [%]
well taps: 372 / 465.4 / 4.355
repair buffers: 210 / 2074 / 19.41
inverters: 25 / 93.84 / 0.8781
diodes: 1 / 2.502 / 0.02342
clock buffers: 4 / 78.83 / 0.7376
multi-input cells: 1125 / 7881 / 73.75
flip-flops and latches: 3 / 90.09 / 0.8430
Power is estimated from default activity; no workload was simulated.
