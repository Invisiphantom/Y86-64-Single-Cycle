--- flow/config.mk ---
export PLATFORM = sky130hd
export DESIGN_NAME = Regs
export DESIGN_NICKNAME = Regs
export VERILOG_FILES = /design/flow/design.v
export SDC_FILE = /design/flow/constraint.sdc
export NUM_CORES = 4
export LEC_CHECK = 1
export CORE_AREA = 10 10 719 719
export DIE_AREA = 0 0 729 729
--- flow/constraint.sdc ---
current_design Regs

set clk_period 22.3
set clk_io_pct 0.2

create_clock -name clk0 -period $clk_period [get_ports {clk}]

set non_clock_inputs [all_inputs -no_clocks]
set_input_delay [expr $clk_period * $clk_io_pct] -clock clk0 $non_clock_inputs
set_output_delay [expr $clk_period * $clk_io_pct] -clock clk0 [all_outputs]
--- flow/design.v ---
module Regs (
    input clk,
    input Cnd,
    input [3:0] icode,
    input [3:0] rA,
    input [3:0] rB,
    input [63:0] valE,
    input [63:0] valM,
    output reg [63:0] valA,
    output reg [63:0] valB,
    output [63:0] rax,
    output [63:0] rcx,
    output [63:0] rdx,
    output [63:0] rbx,
    output [63:0] rsp,
    output [63:0] rbp,
    output [63:0] rsi,
    output [63:0] rdi,
    output [63:0] r8,
    output [63:0] r9,
    output [63:0] r10,
    output [63:0] r11,
    output [63:0] r12,
    output [63:0] r13,
    output [63:0] r14
);
    integer i;
    reg [63:0] Register[0:15];
    initial for (i = 0; i < 16; i = i + 1) Register[i] = 64'h0;
    always @(*) begin
        case (icode)
            4'h2, 4'h5, 4'h4, 4'h6: begin
                valA <= Register[rA];   
                valB <= Register[rB];   
            end
            4'h8, 4'h9, 4'hB: begin
                valA <= Register[4];   
                valB <= Register[4];   
            end
            4'hA: begin   
                valA <= Register[rA];   
                valB <= Register[4];   
            end
            default: begin
                valA <= valA;
                valB <= valB;
            end
        endcase
    end
    always @(posedge clk) begin
        case (icode)
            4'h2: begin
                if (Cnd == 1'b1) Register[rB] <= valE;   
            end
            4'h3: Register[rB] <= valE;   
            4'h5: Register[rA] <= valM;   
            4'h6: Register[rB] <= valE;   
            4'h8: Register[4] <= valE;   
            4'h9: Register[4] <= valE;   
            4'hA: Register[4] <= valE;   
            4'hB: begin   
                Register[4]  <= valE;
                Register[rA] <= valM;
            end
        endcase
    end
    assign rax = Register[0];
    assign rcx = Register[1];
    assign rdx = Register[2];
    assign rbx = Register[3];
    assign rsp = Register[4];
    assign rbp = Register[5];
    assign rsi = Register[6];
    assign rdi = Register[7];
    assign r8  = Register[8];
    assign r9  = Register[9];
    assign r10 = Register[10];
    assign r11 = Register[11];
    assign r12 = Register[12];
    assign r13 = Register[13];
    assign r14 = Register[14];
endmodule
--- flow/run.sh ---
#!/bin/bash
# OpenROAD 26Q1-2900-gdf79404cd8, Yosys 0.63+post, stock flow scripts
make -C /OpenROAD-flow-scripts/flow DESIGN_CONFIG=/design/flow/config.mk WORK_HOME=/design/flow/orfs finish
==> ci_impl_report.md <==
### Metrics collected by this job

| Metric | Value |
|---|---|
| Top-area cell share | 59.7% |
| Tcrit/Tclk final | 36.7% |
| CTS tree | done |
| Post-synth EDFFs | 1024 |
| Clk buf depth | 3 |
| Die area | 0.531 mm^2 |
| Dominant flop cell | edfxtp_1 |
| YS chip area | 0.0515 mm^2 |
| Worst Hold Path EP | Register[4][17]$_DFFE_PP_ |
| # IOs | 1230 |
| Worst hold path depth | 2 |
| # Cells Yosys | 2915 |
| Design Area, Final | 0.0756 mm^2 |
| Detailed Route Iter0 Violations | 3069 |
| HP Class | primary input to register |
| WP data arrival | 8530 ps |
| Final setup violation count | 0 |
| Setup Fix Bufs, Post-CTS | 0 |
| Initial antenna violation count | 122 |
| Crit Path Max Fanout | 29 |
| Comb pwr share | 13.7% |
| Final min period | 8180 ps |
| Total number of vias | 37.8k |
| Final Util | 15.1% |
| Flop pwr share | 48.9% |
| Crit path cell chain | clkdlybuf4s50_1 > and3b_1 > o21ai_4 > buf_4 > buf_4 > mux2_2 > nor3_2 > buf_4 > buf_4 |
| DR vias/cell | 3.45 |
| Sw Ratio | 26.7% |
| Asr flop ratio synth | 0% |
| Net Switching | 1.25 mW |
| Post-Syn Area | 0.0515 mm^2 |
| Die Y-Extent | 729 um |
| Pre-antenna DRT Iters | 6 |
| Total negative slack | 0 ps |
| First-pass GRT wire length | 491000 um |
| Largest net degree at the start of global routing | 55 |
| Leading area contributor after synthesis | edfxtp_1 |
| Htree depth | 3 |
| Area grow syn2layout | 46.8% |
| Seq cells post-synth | 1152 |
| Worst slew pin tran | 1080 ps |
| Share of post-route cells with drive strength above 1 | 19.8% |
| Log Warnings | 26 |
| FP Util | 10.3% |
| Max stage delay on crit path | 720 ps |
| Synth warnings | 1 |
| DRC violations left | 0 |
| Vias in the first global route | 39.3k |
| Max-capacitance violation count | 0 |
| Clk root buf | clkbuf_16 |
| Min-delay src | valE[17] |
| GRT Resource Usage Total | 15.0% |
| WL/cell | 36.7 um |
| DPL Wire Length | 325000 um |
| Port Buffers | 1229 |
| Internal power | 3.41 mW |
| Most frequent CP cell | buf_4 |
| CTS Hold Bufs | 0 |
| Reg clk slew, reported paths | 70 ps |
| Average cell area after synthesis | 17.7 um^2 |
| CP max-delay cell | clkdlybuf4s50_1 |
| PwrDens | 61.7 mW/mm^2 |
| DRT antenna net count | 0 |
| Fin. max-slew vios | 0 |
| DRT Wirelength | 402000 um |
| RSZ-0062 raised after global routing | no |
| Register pins left without a clock | 128 |
| Worst path required time | 22660 ps |
| Endpoint class of the critical path | register |
| Relative slew slack | 27.7% |
| PostCTS Resize Cnt | 0 |
| Final GP Congestion | 0.921 |
| Outcome | finished, final reports clean |
| Die width | 729 um |
| Grt total ovfl | 0 |
| Fin. Hold Viols | 0 |
| Distinct lib cells used | 33 |
| Core Footprint | 0.501 mm^2 |
| DP Area | 0.0721 mm^2 |
| Leakage power | 23.6 nW |
| TritonCTS buffer count | 100 |
| Clk pwr share | 37.4% |
| FMAX | 122 MHz |
| Endpoints left unconstrained | 256 |
| VDD IR max | 0.0496 mV |
| Setup CP Type | primary input to register |
| Biggest area cells | edfxtp_1 (60%), mux4_2 (17%), mux2i_1 (6.3%) |
| Synthesized instance count | 2915 |
| Site Rows | 260 |
| Startpoint Class | primary input |
cells in the mapped netlist (2+ instances only):
| master | n |
|---|---|
| buf_2 | 52 |
| a22oi_1 | 191 |
| buf_1 | 12 |
| mux2_2 | 69 |
| buf_6 | 13 |
| buf_4 | 44 |
| and2_1 | 3 |
| mux2_4 | 61 |
| a31oi_1 | 63 |
| clkbuf_1 | 106 |
| nand2b_1 | 5 |
| mux2i_1 | 323 |
| o21ai_1 | 2 |
| dlxtn_1 | 128 |
| nand2_1 | 131 |
| o21ai_0 | 3 |
| o211ai_1 | 64 |
| a21oi_1 | 126 |
| mux4_2 | 386 |
| edfxtp_1 | 1024 |
| nor2b_1 | 10 |
| nor3_1 | 17 |
| nor2_1 | 72 |
metal layers:
| layer | global-route usage [%] | routed length [um] | share of wire, % | vias up |
|---|---|---|---|---|
| met5 | 0.368 | 353 | 0.088 | - |
| met4 | 5.89 | 21600 | 5.4 | 14 |
| met3 | 11.2 | 66800 | 17 | 552 |
| met2 | 22.9 | 180000 | 45 | 3322 |
| met1 | 15.5 | 133000 | 33 | 19300 |
| li1 | - | - | - | 14600 |
logic make-up after synthesis:
family	Yosys count	share of synthesized area, %
flops	1024	59.7
mux	839	26.5
compound gates	454	5.85
simple gates	242	1.93
buf+inv	228	2.30
latches	128	3.73
layout make-up:
cell class,count,area (um^2)
antenna,55,138
clock buffer,110,2580
clock inverter,78,761
fill,54700,426000
inverter,1,3.75
multi-input combinational,1535,17800
sequential,1152,32700
tap,6681,8360
timing repair buffer,1346,13200
through the flow:
| stage | instances | worst slack [ps] | hold slack (ps) | power [mW] |
|---|---|---|---|---|
| finish | 11000 | 14120 | 4440 | 4.66 |
| global route | 10900 | 14100 | 4420 | 4.81 |
| CTS | 10900 | 14210 | 4350 | 4.71 |
| detailed placement | 10700 | 13380 | 5190 | 2.97 |
| global placement | 10700 | 13380 | 5190 | 2.97 |
| floorplan | 2915 | 11840 | 4680 | 2.57 |
power groups by stage:
stage	Sequential (mW)	Combinational, mW	Clock (mW)
after CTS	2.28	0.651	1.78
final	2.28	0.638	1.74
after global routing	2.28	0.671	1.85
layout by cell type, fill, tap and decap left out, drive strengths merged, types with 17 or more instances in the layout:
master,instances
edfxtp,1024
inv,18
diode,55
clkbuf,111
mux2,130
clkinv,42
nor3,17
dlxtn,128
clkdlybuf4s50,1223
mux2i,323
a31oi,63
a21oi,126
o211ai,64
buf,122
mux4,386
nor2,73
nand2,131
a22oi,191
state kept, by name, indices dropped and copies added, names as in the netlist:
register and count:
Register 1024, valA 64, valB 64
worst max path at each step:
stage,slack [ps],to,from,cells past startpoint
4_1_cts,14210,Register[6][41]$_DFFE_PP_,icode[2],9
5_1_grt,14100,Register[6][47]$_DFFE_PP_,icode[2],9
6_report,14120,Register[6][43]$_DFFE_PP_,icode[1],9
critical path, delay by kind of cell:
family / cells / cell delay, ps
buffers and inverters: 5 / 2760
multiplexers: 1 / 450
AND-OR/OR-AND: 1 / 140
AND/OR/NAND/NOR: 2 / 580
Power is estimated from default activity; no workload was simulated.
