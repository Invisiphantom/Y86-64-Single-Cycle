$ cat design/flow/run.sh
#!/bin/bash
# OpenROAD 26Q1-2900-gdf79404cd8, Yosys 0.63+post, stock flow scripts
make -C /OpenROAD-flow-scripts/flow DESIGN_CONFIG=/design/flow/config.mk WORK_HOME=/design/flow/orfs finish
$ cat design/flow/config.mk
export PLATFORM = sky130hd
export DESIGN_NAME = PC
export DESIGN_NICKNAME = PC
export VERILOG_FILES = /design/flow/design.v
export SDC_FILE = /design/flow/constraint.sdc
export NUM_CORES = 4
export LEC_CHECK = 1
export CORE_AREA = 10 10 161 161
export DIE_AREA = 0 0 171 171
$ cat design/flow/constraint.sdc
current_design PC

set clk_period 16.3
set clk_io_pct 0.2

create_clock -name clk0 -period $clk_period [get_ports {clk}]

set non_clock_inputs [all_inputs -no_clocks]
set_input_delay [expr $clk_period * $clk_io_pct] -clock clk0 $non_clock_inputs
set_output_delay [expr $clk_period * $clk_io_pct] -clock clk0 [all_outputs]
$ cat design/flow/design.v
module PC (
    input             clk,
    input      [ 3:0] pIcode,
    input             pCnd,       
    input      [63:0] pValM,      
    input      [63:0] pValC,      
    input      [63:0] pValP,      
    input      [ 2:0] stat,       
    output reg [63:0] PCaddress
);
    initial PCaddress = {64{1'b0}};
    always @(posedge clk) begin
        if (stat != 3'b001) PCaddress <= PCaddress;
        else
            case (pIcode)
                4'h0: PCaddress <= pValP;   
                4'h1: PCaddress <= pValP;   
                4'h2: PCaddress <= pValP;   
                4'h3: PCaddress <= pValP;   
                4'h4: PCaddress <= pValP;   
                4'h5: PCaddress <= pValP;   
                4'h6: PCaddress <= pValP;   
                4'hA: PCaddress <= pValP;   
                4'hB: PCaddress <= pValP;   
                4'h7: PCaddress <= pCnd ? pValC : pValP;   
                4'h8: PCaddress <= pValC;   
                4'h9: PCaddress <= pValM;   
            endcase
    end
endmodule
==> metrics.yaml <==
clocking:
  cts_hold_buf: 0
  clockBufferDepth: 2
  cts_root_buf: "clkbuf_16"
  postCtsSetupBuffers: 0
  clk_pin_slew_worst_paths_ps: 60
  cts_inserted_buffers: 9
  cts_sinks: 64
  cts_resized: 0
  h-tree-depth: 3
  cts_tree: "yes"
synthesis:
  ys_cells: 376
  aoi_share_pct: 22.5
  yosysChipArea_um2: 4320
  synth_seq_share_pct: 44.5
  xor_share_pct: 0
  ys_sh_mux_pct: 16.7
  ys_top_cells_by_area: "edfxtp_1 (45%), mux2_2 (17%), a222oi_1 (15%)"
  synthCells: 376
  top_cell_area_share_pct: 44.5
  ys_sh_simple_pct: 8.64
  fa_ha_area_share_pct: 0
  syn_avg_cell_area_um2: 11.5
  ys_warn_count: 1
  netlist_area_um2: 4320
  yosys_register_bits: 64
  ys_types: 15
  top_logic_kind: "AND-OR/OR-AND gates"
  largest_area_cell: "edfxtp_1"
grt:
  first_global_vias: 4488
  overflow: 0
  grt_max_degree: 67
  antenna_found_initial: 0
  grt_pass1_wl_um: 27200
  track_usage_pct: 12.0
die:
  core_area_um2: 22600
  dieArea_um2: 29200
  fp_util_pct: 19.1
  rows: 55
  ios: 265
  die.size.y_um: 171
  fp.dieW_um: 171
job:
  warnings: 25
  cap_violations: 0
route:
  vias: 4498
  drtIter0Drc: 526
  drc: 0
  antenna_cells: 0
  detail_route.wirelength_um: 18800
  avgViaCountPerCell: 4.98
  first_pass_iters: 6
  wl_per_cell_um: 20.8
  ant_nets: 0
setup_path:
  crit_top_cell: "buf_4"
  crit_slowest_cell: "buf_4"
  cp_data_required_time_ps: 16490
  end_kind: "flop"
  path_class: "input pin to flop"
  crit_chain: "clkdlybuf4s50_1 > and4b_4 > buf_4 > buf_4 > a222oi_1 > a21oi_1"
  cp_max_fo: 66
  crit_arrival_ps: 5920
  cp-start-kind: "input pin"
  max_stage_delay_ps: 680
sta:
  max_freq_mhz: 175
  timing.setup.tns_ps: 0
  slew_headroom_pct: 45.7
  post-route-min-period_ps: 5730
  tightest_slew_ps: 815
  rsz0062_at_grt: "false"
  period_used_pct: 35.2
  finalHoldViolCount: 0
  slew_violations: 0
  setup_violations: 0
placed_design:
  hpwl_um: 13400
  io_buffers: 264
  routabilityCongestion: 0.810
power_and_ir_drop:
  p_leak_nw: 2.38
  vdd_drop_max_mv: 0.0317
  pwr_density_cell_nw_per_um2: 68.4
  total_power_uw: 505
layout:
  area_growth_syn_to_layout_pct: 71.0
  largest_registers: "PCaddress x64"
  drive_gt1_share_pct: 15.2
  final_core_util_pct: 32.7
  regMostFlops: "PCaddress"
  regArea_um2: 1920
  largest_reg_flops: 64
  lay_top_count: "clkdlybuf4s50_1"
  combGateArea_um2: 2100
  fill_cells: 2292
outcome:
  status: "finished, final reports clean"
worst_hold_path:
  min_path_type: "input pin to flop"
power by group:
part           internal [mW]  total, mW  switching [mW]
Sequential             0.192      0.194         0.00196
Clock                  0.117      0.189          0.0719
Combinational         0.0789      0.122          0.0427
final timing paths:
path	endpoint	cells past startpoint	from
setup / recovery	PCaddress[11]	6	pIcode[2]
hold / removal	PCaddress[1]	3	pValP[1]
cells by family after synthesis:
logic type	after synthesis
flip-flops	64
multiplexers	64
AND/OR/NAND/NOR	69
AND-OR/OR-AND	129
buffers and inverters	50
per-stage QoR:
| step | hold slack [ps] | std cells | setup WS [ps] | cell area (µm²) |
|---|---|---|---|---|
| detailed placement | 4000 | 887 | 10290 | 7100 |
| global route | 3680 | 903 | 10390 | 7380 |
| finish | 3680 | 903 | 10570 | 7380 |
| floorplan | 3500 | 376 | 2200 | 4320 |
| CTS | 3650 | 903 | 10640 | 7380 |
| global placement | 4000 | 887 | 10330 | 7100 |
routing by layer:
layer	up-vias	GRT usage (%)	routed length, µm
li1	2094	-	-
met3	16	4.29	1860
met4	0	1.47	262
met2	216	19.6	9170
met1	2172	15.5	7460
met5	-	0	0
cells in the mapped netlist:
cell type and instances:
a2111oi_0 1, a21oi_1 64, a222oi_1 64, and4b_4 1
buf_2 30, buf_4 10, buf_6 9, edfxtp_1 64
inv_1 1, mux2_2 64, nor3_1 64, nor3b_1 1
nor4b_2 1, nor4bb_1 1, or2_1 1
final cells by class:
cell class | count | share of cell area [%]
well taps | 285 | 4.83
multi-input cells | 262 | 28.4
clock buffers | 11 | 3.15
clock inverters | 5 | 0.644
repair buffers | 275 | 36.9
flip-flops and latches | 64 | 26.0
inverters | 1 | 0.0509
critical path, delay by kind of cell:
kind / cells / cell delay [ps]
buf+inv: 3 / 1880
simple gates: 1 / 300
compound gates: 2 / 360
Power is estimated from default activity; no workload was simulated.
